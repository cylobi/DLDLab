**flow/run.sh**
```bash
#!/bin/bash
# OpenROAD 26Q1-2900-gdf79404cd8, Yosys 0.63+post, stock flow scripts
make -C /OpenROAD-flow-scripts/flow DESIGN_CONFIG=/design/flow/config.mk WORK_HOME=/design/flow/orfs finish
```
**flow/config.mk**
```make
export PLATFORM = sky130hd
export DESIGN_NAME = Message_process
export DESIGN_NICKNAME = Message_process
export VERILOG_FILES = /design/flow/design.v
export SDC_FILE = /design/flow/constraint.sdc
export NUM_CORES = 4
export LEC_CHECK = 1
export CORE_UTILIZATION = 30
```
**flow/constraint.sdc**
```tcl
current_design Message_process

set clk_period 2.9
set clk_io_pct 0.2

create_clock -name clk0 -period $clk_period [get_ports {clk}]

set non_clock_inputs [all_inputs -no_clocks]
set_input_delay [expr $clk_period * $clk_io_pct] -clock clk0 $non_clock_inputs
set_output_delay [expr $clk_period * $clk_io_pct] -clock clk0 [all_outputs]
```
**flow/design.v**
```verilog
module Counter10bit (
    input clk,
    input rst,
    input cnt,
    output co
);
  reg [9:0] count;
  always @(posedge clk, posedge rst) begin
    if (rst) count <= 0;
    else if (cnt)
      count = count + 1;
  end
  assign co = (count == 10'b1111111111) ? 1'b1 : 1'b0;
endmodule
module Counter4bit (
    input clk,
    input rst,
    input cnt,
    output co
);
  reg [3:0] count;
  always @(posedge clk, posedge rst) begin
    if (rst) count <= 0;
    else if (cnt)
      count = count + 1;
  end
  assign co = (count == 4'd9) ? 1'b1 : 1'b0;
endmodule
module Message_controller(
    input clk, 
    input rst,
    input start,
    input co1,
    input co2,
    output reg ld,
    output reg cnt1,
    output reg cnt2,
    output reg shift
);
    parameter [2:0] Idle = 000 , Init = 001 ,  S1 = 010 , S2 = 011 , DONE = 100;  
    reg [2:0] ps,ns;
    always @(*)begin
        ns = Idle;
		case(ps)
		    Idle: ns = (start == 1'b1) ? Init : Idle;
		    Init: ns = S1;
		    S1: ns = (co1) ? S2 : S1;
		    S2: ns = (co2) ? DONE : S1;
            DONE: ns = Idle;
		    default: ns = Idle;
		endcase
	end
	always @(ps)begin
        {ld,cnt1,shift, cnt2} = 4'b0;
		case(ps)
		    Init: ld <= 1'b1;
		    S1: cnt1<= 1'b1;
		    S2: {shift,cnt2} = 2'b11;
		endcase
	end
    always @(posedge clk or posedge rst) begin
        if(rst)
            ps <= Idle;
        else
            ps <= ns;
    end
endmodule
module Message_process (
    input clk,
    input rst,
    input [4:0] msg,
    input start,
    output [8:0] out_reg,
    output out_main
);
    wire co1, co2, cnt1, cnt2;
    Message_controller controller(
        .clk(clk), 
        .rst(rst),
        .start(start),
        .co1(co1),
        .co2(co2),
        .ld(ld),
        .cnt1(cnt1),
        .cnt2(cnt2),
        .shift(shift)
    );
    Counter10bit conunt10(
        .clk(clk),
        .rst(rst),
        .cnt(cnt1),
        .co(co1)
    );
    Counter4bit count4(
        .clk(clk),
        .rst(rst),
        .cnt(cnt2),
        .co(co2)
    );
    Shift_reg shreg(
        .clk(clk),
        .rst(rst),
        .in(msg),
        .shift(shift),
        .ld(ld),
        .out(out_reg),
        .out_main(out_main)
    );
endmodule
module Shift_reg (
    input clk,
    input rst,
    input [4:0] in,
    input shift,
    input ld,
    output reg [8:0] out,
    output out_main
);
  always @(posedge clk, posedge rst) begin
    if (rst) out <= 8'b0;
    else if (shift)
      out <= {out[7:0], 1'b0};
    else if (ld)
      out <= {4'b0101,in};
  end
  assign out_main = out[8];
endmodule
```
==> results.sh <==
# physical design summary
export IMPL_postCtsHoldBufs=0
export IMPL_diodes=0
export IMPL_cts_buffers=3
export IMPL_synthesis_area_mm2=0.00122
export IMPL_postLayoutSetupSlackWorst_ps=1190
export IMPL_drc=0
export IMPL_critPathCaptureType="output pin"
export IMPL_lay_top_cells="dfrtp_1 (27), clkdlybuf4s50_1 (17), nand2_1 (13)"
export IMPL_synth_seq_cells=28
export IMPL_cts_tree="done"
export IMPL_synth_avg_cell_area_um2=11.7
export IMPL_ys_cells=104
export IMPL_area_delta_synth_final_pct=22.4
export IMPL_fin_tns_setup_ps=0
export IMPL_gp_congestion=0.753
export IMPL_powerDensity_mw_per_mm2=475
export IMPL_postRouteWirelength_um=1830
export IMPL_finalClockSkew_ps=7.12
export IMPL_crit_type="flip-flop to output pin"
export IMPL_wl_met3_um=96
export IMPL_rows=22
export IMPL_post_cts_buffers=0
export IMPL_ys_async_sr_fraction=1.00
export IMPL_wl_met1_um=910
export IMPL_drtIter0Drc=31
export IMPL_fin_crit_ps=1710
export IMPL_clock_sinks=28
export IMPL_status="complete, no violations"
export IMPL_ys_types=27
export IMPL_hold_slack_ps=448
export IMPL_synth_warnings=6
export IMPL_dpl_worst_slack_ps=1490
export IMPL_fp_utilization=0.323
export IMPL_grt_pass1_vias=810
export IMPL_fillerInstances=334
export IMPL_ys_area_mm2=0.00122
export IMPL_worstPathCellList="clkdlybuf4s50_1"
export IMPL_track_usage=0.106
export IMPL_r2r_start="conunt10.count[0]"
export IMPL_coreArea_mm2=0.00377
export IMPL_maxCapViolCount=0
export IMPL_path_delay_family="buffers and inverters"
export IMPL_warnings=26
export IMPL_cts_root_buffer="clkbuf_8"
export IMPL_wire_per_inst_um=10.9
export IMPL_grt_max_degree=29
export IMPL_setup_viol=0
export IMPL_hp_start="controller.ps[1]"
export IMPL_startpoint="shreg.out[6]"
export IMPL_worst_pin_slew_ps=569
export IMPL_crit_fanout=3
export IMPL_fin_crit_sh=0.589
export IMPL_slew_viol_final=0
export IMPL_hp_class="flip-flop to flip-flop"
export IMPL_drtAntennaViolNets=0
export IMPL_startpoint_type="flip-flop"
export IMPL_hpwl_um=1250
export IMPL_power_total_uw=709
export IMPL_largest_reg_flops=10
export IMPL_worstPathArrival_ps=1130
export IMPL_clkLatencyLatePin_ps=270
export IMPL_clk_pin_slew_ps=100
export IMPL_ff_type="dfrtp_1"
export IMPL_critPathMaxStageDelay_ps=470
export IMPL_drt_first_pass_iters=4
export IMPL_port_buffers=17
export IMPL_cts_buffer_depth=2
export IMPL_die_y_um=65.8
export IMPL_drive_above_1_share=0.0917
export IMPL_netlist_instances=104
export IMPL_via_per_inst=4.51
export IMPL_dr_wl_met2_um=820
export IMPL_num_vias=757
export IMPL_synth_seq_share=0.575
export IMPL_overflow=0
export IMPL_grt_first_pass_wirelength_um=3480
export IMPL_cts_resized=0
export IMPL_dieArea_mm2=0.00433
export IMPL_slew_headroom=0.621
export IMPL_p_leak_nw=0.677
export IMPL_ir_worst_vdd_mv=0.332
export IMPL_worst_path_max_delay_cell="clkdlybuf4s50_1"
export IMPL_fmax_ghz=0.586
export IMPL_antenna_found_initial=0
export IMPL_synth_edff_count=0
export IMPL_htree_levels=1
export IMPL_rsz0062_at_grt="false"
export IMPL_top_layer="met3"
export IMPL_fp_dieW_um=65.8
export IMPL_io_pins=18
export IMPL_layout_cells_most_common="dfrtp_1"
export IMPL_crit_buf_inv=1
export IMPL_hold_viol_final=0
export IMPL_required_ps=2320
[layout make-up]
type,count,area [um2],share of cell area
Multi-Input combinational cell,66,467,0.313
Tap cell,48,60.1,0.0402
Timing Repair Buffer,18,178,0.119
Sequential cell,28,702,0.470
Inverter,4,15.0,0.0101
Clock buffer,3,41.3,0.0277
Clock inverter,1,30.0,0.0201
[metrics by stage]
step,instances,utilization,instance area (um2)
2_1_floorplan,104,-,1220
3_3_place_gp,164,0.377,1420
6_report,168,0.396,1490
3_5_place_dp,164,0.377,1420
5_1_grt,168,0.396,1490
4_1_cts,168,0.396,1490
[synthesized netlist by cell type (2+ instances only)]
cell,n,area [um2]
buf_2,2,10.0
buf_4,3,22.5
dfrtp_1,27,676
ha_1,3,37.5
inv_1,4,15.0
mux2i_1,6,60.1
nand2_1,13,48.8
nand4_1,5,31.3
nor2_1,7,26.3
o21ai_0,7,35.0
xnor2_1,7,61.3
xor2_1,5,43.8
[cell families after synthesis]
group / count (synthesis) / share of synthesized area
simple gates: 34 / 0.157
flops: 28 / 0.575
xor+xnor: 12 / 0.0862
compound gates: 10 / 0.0503
buf+inv: 10 / 0.0420
mux: 7 / 0.0585
fa+ha+maj: 3 / 0.0308
[metal layers]
layer | GRT usage | up-vias
met5 | 0 | -
met4 | 0.00543 | 0
met3 | 0.0245 | 0
met2 | 0.171 | 18
met1 | 0.155 | 360
li1 | - | 379
[report_power, final]
part           leakage (nW)  total, mW  switching (mW)  internal [mW]
combinational         0.275     0.0181         0.00868        0.00939
sequential            0.367      0.390               0          0.390
clock                0.0357      0.301           0.117          0.185
[worst reg2reg max path: stages, from the launching register on]
cell and delay (ps):
dfrtp_1 430, ha_1 210, and3_1 240, nand4_1 120, a221o_1 320
[final timing paths]
| check | endpoint | slack [ps] | cells past startpoint |
|---|---|---|---|
| worst max register to register | controller.ps[2] | 1480 | 4 |
| max in group asynchronous | controller.ps[0] | 1940 | 3 |
| worst min register to register | controller.ps[0] | 450 | 1 |
| worst max-delay path | out_reg[6] | 1190 | 1 |
| worst min-delay path | controller.ps[0] | 450 | 1 |
| min in group asynchronous | shreg.out[8] | 660 | 3 |
Power and IR drop assume default switching activity.
