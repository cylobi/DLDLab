$ cat flow/run.sh
#!/bin/bash
# OpenROAD 26Q1-2900-gdf79404cd8, Yosys 0.63+post, stock flow scripts
make -C /OpenROAD-flow-scripts/flow DESIGN_CONFIG=/design/flow/config.mk WORK_HOME=/design/flow/orfs finish
$ cat flow/config.mk
export PLATFORM = sky130hd
export DESIGN_NAME = Top_frq
export DESIGN_NICKNAME = Top_frq
export VERILOG_FILES = /design/flow/design.v
export SDC_FILE = /design/flow/constraint.sdc
export NUM_CORES = 4
export LEC_CHECK = 1
export CORE_AREA = 10 10 83 83
export DIE_AREA = 0 0 93 93
$ cat flow/constraint.sdc
current_design Top_frq

set clk_period 1.7
set clk_io_pct 0.2

create_clock -name clk0 -period $clk_period [get_ports {clk}]

set non_clock_inputs [all_inputs -no_clocks]
set_input_delay [expr $clk_period * $clk_io_pct] -clock clk0 $non_clock_inputs
set_output_delay [expr $clk_period * $clk_io_pct] -clock clk0 [all_outputs]
$ cat flow/design.v
module Mux_2_to_1_1bit
(
    input sel,
    input a,
    input b,
    output out
);
    assign out = (sel) ? b : a ;
endmodule
module Top_frq(
    input clk,
    input rst,
    input sel,
    input [2:0] SW,
    input init,
    output out,
    output out_ld_frq_div
);
    wire out_ld_frq , out_frq;
    ld_frq_div ld_frq(
        .clk(clk),
        .rst(rst),
        .SW(SW),
        .ld(init),
        .co(out_ld_frq)
    );
    frq_div frq(
        .clk(clk),
        .rst(rst),
        .SW(SW),
        .ld(init),
        .co(out_frq)
    );
    Mux_2_to_1_1bit mux1(
        .sel(sel),
        .a(out_ld_frq),
        .b(out_frq),
        .out(out_mux)
    );
    assign out = out_mux;
    assign out_ld_frq_div = out_ld_frq;
endmodule
module frq_div (
    input clk,
    input rst,
    input [2:0] SW,
    input ld,
    output co
);
  reg [8:0] count;
  always @(posedge clk, posedge rst) begin
    if (rst) count <= 0;
    else if (ld)
        count = {1'b1, SW, 5'd0};
    else if (clk)
      count = count + 1;
  end
  assign co = (count == 9'b111111111) ? 1'b1 : 1'b0;
endmodule
module ld_frq_div (
    input clk,
    input rst,
    input [2:0] SW,
    input ld,
    output co
);
  reg [8:0] count;
  always @(posedge clk, posedge rst) begin
    if (rst) count <= 0;
    else if (ld)
        count = {1'b1, SW, 5'b0};
    else if (clk)
      count = count + 1;
  end
  assign co = (count == 9'b111111111) ? 1'b1 : 1'b0;
endmodule
==> results.py <==
# Flow results
metrics = {
    "yosys": {
        "ys_top_cells_by_area": "dfrtp_1, nor2_1, xor2_1, ha_1, mux2i_1",
        "common_cells": "dfrtp_1, nor2_1",
        "synthArstFlopShare_pct": 100,
        "ys_chip_area_um2": 906,
        "syn_avg_cell_area_um2": 9.95,
        "yosys.area.top_type": "dfrtp_1",
        "numSynthFlops": 18,
        "yosys_warnings": 3,
        "syn_area_um2": 906,
        "postSynthCellCount": 91,
        "synth_top_cell_by_count": "dfrtp_1",
        "synth.distinct_cells": 17,
        "ys_cells": 91,
        "ys_seq_share_pct": 49.7,
        "edf_count": 0,
        "flop_cell": "dfrtp_1",
        "top_cell_area_share_pct": 49.7,
    },
    "detailed_routing": {
        "ant_nets": 0,
        "via_per_inst": 4.26,
        "drc": 0,
        "num_vias": 929,
        "finalWirelength_mm": 2.78,
        "num_antenna_cells": 0,
        "drt_pass1_iterations": 4,
        "wire_per_inst_um": 12.8,
        "drt_iter0_markers": 42,
    },
    "cts": {
        "clk_pin_slew_ps": 70,
        "clkLatencyLatePin_ps": 370,
        "cts_hold_buf": 0,
        "cts_tree": "built",
    },
    "timing": {
        "finalSetupViolCount": 2,
        "final.period_utilization_pct": 113,
        "slew_violations": 0,
        "fmax_mhz": 521,
        "grt_setup_unrepaired": "yes",
        "period_minus_slack_ps": 1920,
        "fin_setup_tns_ps": -321,
        "fin_skew_ps": 5.54,
        "fin_ws_ps": -220,
        "hold_viol": 0,
        "slew_headroom_pct": 76.2,
        "tightest_slew_ps": 357,
    },
    "status": {
        "status": "complete, but fails checks",
        "violations": "setup timing",
    },
    "pwr": {
        "peakVddDrop_uv": 641,
        "p_leak_nw": 0.722,
        "powerDensity_nw_per_um2": 1390,
    },
    "global_routing": {
        "grt_pass1_vias": 1337,
        "grt_pass1_wl_mm": 4.71,
        "grt_max_degree": 19,
        "grt.overflow.total": 0,
        "grt_util_all_layers_pct": 6.99,
        "antenna_found_initial": 0,
    },
    "floorplanning": {
        "fp.dieW_um": 93,
        "die-area_um2": 8650,
        "fp.dieH_um": 93,
        "core_area_um2": 5140,
        "rows": 26,
        "io_pins": 9,
        "fp_util_pct": 17.6,
    },
    "setup_path": {
        "cp_data_required_time_ps": 1360,
        "endpoint_kind": "output port",
        "crit_arrival_ps": 1580,
        "r2r_cells": 7,
        "critPathKind": "reg -> out",
        "start_kind": "flop",
        "crit_fanout": 2,
    },
    "cells_and_area": {
        "fin_util_pct": 32.0,
        "layout-drive-gt1-share_pct": 41.2,
        "nFillCells": 522,
        "fin_area_um2": 1650,
        "area.growth.synth_to_final_pct": 81.6,
    },
    "placement": {
        "io_buffer_count": 8,
        "place_area_um2": 1200,
        "dp_hpwl_mm": 1.37,
        "gp_congestion": 0.791,
        "place_ws_ps": -197,
    },
    "run": {
        "openroad.warnings": 73,
        "maxCapViolations": 0,
    },
    "min_path": {
        "min_path_cells": 6,
        "hp-class": "clk -> reg",
    },
}
-- cells by family (layout without fill, tap and decap cells) --
family | after synthesis | after routing | synth area share [%]
adders and majority gates | 4 | 4 | 5.53
DFF | 18 | 18 | 49.7
AOI/OAI and AO/OA | 12 | 12 | 7.46
xor gates and xnor gates | 8 | 8 | 7.74
muxes | 5 | 5 | 5.66
buffers and inverters | 5 | 62 | 2.21
and+or+nand+nor | 39 | 39 | 21.7
-- sequential cells by signal (all words and copies together) (netlist names) --
signal	count
frq.count	9
ld_frq.count	9
-- layout by cell type (no fill, tap or decap), types with 6 or more instances in the layout --
master           count
a31oi_1              6
buf_4               25
clkbuf_8            17
clkdlybuf4s50_1      6
dfrtp_1             18
nand2_1              6
nor2_1              13
o21ai_0              6
or3_1                6
xor2_1               6
-- power by group --
part / switching (mW) / leakage (nW) / internal [mW]
clock network: 0.510 / 0.291 / 0.960
logic: 0.122 / 0.211 / 0.167
registers: 0.0364 / 0.221 / 0.488
-- metrics by stage --
| step | total power, mW | instances | hold WS [ps] |
|---|---|---|---|
| detailed placement | 0.874 | 185 | 139 |
| global route | 2.41 | 218 | 301 |
| CTS | 2.26 | 215 | 298 |
| finish | 2.28 | 218 | 278 |
| global placement | 0.877 | 185 | 139 |
| floorplan | 0.840 | 91 | 279 |
-- metal layers --
layer  track usage, %  part of all wire [%]  vias up
li1                 -                     -      434
met1             6.09                    44      438
met2             6.66                    41       49
met3             9.21                    13        8
met4             7.97                   1.3        0
met5                0                     0        -
-- worst max-delay path, cell delays in order, from the launching register on --
cell	delay, ps
dfrtp_1	390
ha_2	200
nand3_2	70
nor2_2	40
ha_2	170
mux2_4	240
buf_2	110
-- what timing repair did --
action / CTS / global route
setup endpoints to repair: 10 / 3
pin swaps: 11 / 6
gates resized: 13 / 2
buffers inserted: 3 / 3
-- layout make-up --
cell class,count,area [µm²],share of cell area [%]
well taps,70,87.6,5.32
clock inverters,2,11.3,0.684
flip-flops and latches,18,450,27.4
multi-input cells,68,478,29.0
inverters,2,7.51,0.456
repair buffers,32,254,15.4
clock buffers,26,357,21.7
-- final timing paths --
path / start / to / slack, ps
min in group asynchronous: rst / ld_frq.count[7]$_DFFE_PP0P_ / 290
hold reg to reg: frq.count[8]$_DFFE_PP0P_ / frq.count[8]$_DFFE_PP0P_ / 520
setup reg to reg: ld_frq.count[1]$_DFFE_PP0P_ / ld_frq.count[7]$_DFFE_PP0P_ / 140
max in group asynchronous: rst / ld_frq.count[2]$_DFFE_PP0P_ / 1210
hold / removal: clk / frq.count[8]$_DFFE_PP0P_ / 280
setup / recovery: frq.count[0]$_DFFE_PP0P_ / out / -220
Power figures rest on the tool's default switching activity, not on a simulated workload.
